==> ./design.v <==
module ALUcontrol(func,op,ALUop);
input [5:0] func,op;
output reg [3:0] ALUop;
always@(op, func)
	begin
		case({op,func})
			12'b000000100000: ALUop = 0;  
			12'b001000xxxxxx: ALUop = 0;  
			12'b000000100010: ALUop = 1;  
			12'b000000100100: ALUop = 2;  
			12'b100011xxxxxx: ALUop = 0;  
			12'b101011xxxxxx: ALUop = 0;  
			12'b100101xxxxxx: ALUop = 0;  
			12'b100001xxxxxx: ALUop = 0;  
			12'b000000000000: ALUop = 5;  
			12'b000000000010: ALUop = 6;  
			12'b000000100101: ALUop = 3;  
			12'b000000101010: ALUop = 4;  
			12'b000000101011: ALUop = 7;  
		endcase
	end
endmodule
module ALU (in1,in2,shamt,aluop,out,zeroflag);
input signed [31:0]  in1,in2;  
reg unsigned [31:0]  in1u,in2u;
input [3:0] aluop;
input [4:0] shamt;
output  reg  [31:0] out;
output reg zeroflag;
always @ (in1,in2,aluop)
begin
if(in1==in2)
zeroflag =1;
else
zeroflag=0;
in1u=in1;
in2u=in2;
case(aluop)
0: out=in1+in2;
1: out=in1-in2;
2: out=in1&in2;
3: out=in1|in2;
4 : out=in1<in2;
5 :out=in2*(2**shamt);
6 :out=in2/(2**shamt);
7 :out=in1u<in2u; 
endcase
end
endmodule 
==> ./run.sh <==
#!/bin/bash
# OpenROAD 26Q1-2900-gdf79404cd8, Yosys 0.63+post, stock flow scripts
make -C /OpenROAD-flow-scripts/flow DESIGN_CONFIG=/design/flow/config.mk WORK_HOME=/design/flow/orfs finish
==> ./config.mk <==
export PLATFORM = sky130hd
export DESIGN_NAME = ALU
export DESIGN_NICKNAME = ALU
export VERILOG_FILES = /design/flow/design.v
export SDC_FILE = /design/flow/constraint.sdc
export NUM_CORES = 4
export LEC_CHECK = 1
export CORE_UTILIZATION = 40
==> ./constraint.sdc <==
current_design ALU

set clk_period 2.7
set clk_io_pct 0.2

create_clock -name clk0 -period $clk_period

set non_clock_inputs [all_inputs -no_clocks]
set_input_delay [expr $clk_period * $clk_io_pct] -clock clk0 $non_clock_inputs
set_output_delay [expr $clk_period * $clk_io_pct] -clock clk0 [all_outputs]
==> ci_impl_report.md <==
## PnR job results

| Metric | Value |
|---|---|
| Run status | `finished with violations` |
| Failing checks | `setup timing` |
| Worst Hold Endpoint | `zeroflag` |
| Placed Instances | `8859` |
| Grt total ovfl | `0` |
| Unrepaired setup endpoints after global routing | `yes` |
| Site row count | `131` |
| Hpwl dp | `between 150000 and 200000 um` |
| Distinct lib cells | `113` |
| First-pass GRT wire length | `about 330000 um` |
| Peak supply drop | `0.00501 V` |
| Endpoints left unconstrained | `approximately 64` |
| EDFF count, synth | `0` |
| Largest net degree at the start of global routing | `47` |
| DRC viols | `0` |
| Leakage | `25.9 nW` |
| Vias | `around 53000` |
| Yosys reg bits | `32` |
| Io pins | `106` |
| WHS | `2.08 ns` |
| WHS Path Cells | `6` |
| Mean Syn Cell Area | `just over 7 um^2` |
| Worst slew pin tran | `around 1.1 ns` |
| Via density | `about 6` |
| Hold buffers post-CTS | `0` |
| Hold Startpoint | `in1[31]` |
| Net Sw Power | `341 mW` |
| Core area | `around 0.13 mm^2` |
| Area Growth Syn to Fin | `8.64%` |
| Slowest CP cell | `or4_4` |
| Period utilization | `109%` |
| Dominant flop cell | `dlxtn_1` |
| Layout Cells excl Fill | `between 8000 and 9000` |
| Crit-path cells | `buf_4 > inv_6 > ha_4 > or2_4 > or4_4 > nor4_4 > and2_4 > and4_1 > buf_2` |
| Post-Syn Area | `just over 0.05 mm^2` |
| Worst Setup Slack, final | `-0.247 ns` |
| Crit-path leading delay family | `simple AND/OR/NAND/NOR gates` |
| Initial antenna violation count | `12` |
| Pwr/cell area | `~11000 mW/mm^2` |
| Die Area | `between 0.1 and 0.15 mm^2` |
| CP required | `around 2.2 ns` |
| Critical path data arrival time | `2.41 ns` |
| Buffers on Ports | `~110` |
| Final Max Tran Viols | `0` |
| Post-DRT Antenna Nets | `0` |
| Hold crit path type | `in2out` |
| RePlAce Congestion | `between 1 and 1.5` |
| GRT Util Overall | `34.6%` |
| Final wirelength | `221000 um` |
| Hold Fails Final Rpt | `0` |
| Tmin final | `around 3 ns` |
| Final Setup Violations | `1` |
| Worst Setup Start Kind | `input port` |
| Chip Height | `between 300 and 400 um` |
| CP bufs+invs | `3` |
| Critical path class | `in2out` |
| Mapped Cells | `7101` |
| Max-Cap Viols | `0` |
| Fmax | `between 0.3 and 0.4 GHz` |
| Switching part of the total | `58.0%` |
| Initial drt markers | `4368` |
| Crit path capture type | `output port` |
| WL/cell | `24.9 um` |
| Chip Width | `~360 um` |
| # Cells Yosys | `7101` |
| Ys async rst share | `0%` |
| Fp util | `between 40% and 50%` |
| Worst path max stage delay | `around 0.54 ns` |
| Internal Pwr Total | `approximately 250 mW` |
| Ys Warns | `1` |
| Max-Slew Margin vs Limit | `~30%` |
| Layout cells sized above 1 | `around 7.6%` |
| Max reg flops | `32` |
| Crit-path max FO | `2` |
| Number of iterations in the first detailed-routing pass | `8` |
| Vias in the first global route | `slightly above 50000` |
| Register pins left without a clock | `32` |
| Tool Warnings | `101` |
| Yosys Chip Area | `~0.05 mm^2` |
-- kinds of logic (layout without fill, tap and decap cells) --
| family | Yosys count | in the layout | synth area share [%] |
|---|---|---|---|
| mux | 104 | 104 | 2.17 |
| other cells | 0 | 2 | 0 |
| xor+xnor | 464 | 464 | 7.92 |
| simple gates | 2348 | 2348 | 20.8 |
| compound gates | 1885 | 1885 | 25.2 |
| buf+inv | 1079 | 1177 | 8.05 |
| latches | 32 | 32 | 0.935 |
| fa+ha+maj | 1189 | 1189 | 34.9 |
-- worst max path at each step --
stage / end / slack, ns / from / cells after the start
4_1_cts: zeroflag / -0.27 / in2[14] / 9
5_1_grt: zeroflag / -0.31 / in2[16] / 9
6_report: zeroflag / -0.25 / in2[16] / 9
-- layout make-up --
cell class              count  area, um^2
well taps                1662        2080
multi-input cells        5990       47200
flip-flops and latches     32         480
repair buffers            369        3030
diodes                      2        5.00
inverters                 808        3060
fillers                 13002       71700
-- synth_stat cells, types with 138 or more instances --
cell,n,area share (%)
a21o_1,205,3.0
nand3_1,138,1.3
clkbuf_1,207,1.5
fa_1,410,16
nor3_1,201,2.0
xor2_1,143,2.4
xnor2_1,320,5.5
o21ai_0,290,2.8
inv_1,795,5.8
nand2_1,828,6.0
ha_1,779,19
a21oi_1,458,4.5
nor2_1,676,4.9
-- timing repair --
| item | in CTS | in global routing |
|---|---|---|
| pin swaps | 17 | 2 |
| setup endpoints to repair | 1 | 1 |
| buffers inserted | 2 | 0 |
| gates resized | 107 | 4 |
-- cell usage in the layout, fill, tap and decap left out, drive strengths merged, types with 21 or more instances in the layout --
| cell | instances |
|---|---|
| fa | 410 |
| o211ai | 72 |
| a211oi | 64 |
| ha | 779 |
| a21oi | 462 |
| a21o | 206 |
| o221ai | 37 |
| inv | 798 |
| or3 | 61 |
| o22ai | 32 |
| mux2i | 44 |
| nor2 | 676 |
| mux2 | 60 |
| o31ai | 58 |
| o21a | 130 |
| nand2 | 828 |
| nor2b | 69 |
| and3 | 46 |
| a21boi | 21 |
| a211o | 29 |
| a221oi | 50 |
| o21bai | 55 |
| or2 | 41 |
| o41ai | 26 |
| and2 | 48 |
| nor4 | 42 |
| nand4 | 53 |
| xor2 | 143 |
| nand2b | 73 |
| dlxtn | 32 |
| a31oi | 90 |
| o21ai | 310 |
| nor3 | 206 |
| buf | 277 |
| xnor2 | 321 |
| clkdlybuf4s50 | 82 |
| nand3 | 138 |
-- power groups by stage --
stage         combinational (mW)  clock (mW)  sequential [mW]
global route                 605           0            0.144
CTS                          593           0            0.146
-- through the flow --
stage	util [%]	area (um^2)	TNS, ns	power (mW)	setup slack (ns)
6_report	43.8	55800	-0.247	587	-0.247
5_1_grt	43.8	55800	-0.312	605	-0.312
2_1_floorplan	-	51500	-0.188	681	-0.188
3_5_place_dp	43.7	55700	-1.28	593	-1.28
3_3_place_gp	43.7	55700	-1.26	589	-1.26
4_1_cts	43.8	55800	-0.270	593	-0.270
-- tightest hold or removal path: cells and delay by family --
kind,cells,cell delay (ns)
buf+inv,3,0.60
simple gates,2,0.25
fa+ha+maj,1,0.15
-- layer usage --
| layer | vias to the layer above | wire length (um) | share of wire [%] | track usage, % |
|---|---|---|---|---|
| li1 | 25168 | - | - | - |
| met1 | 25286 | 94200 | 43 | 47.9 |
| met2 | 2337 | 93900 | 42 | 51.7 |
| met3 | 371 | 23600 | 11 | 10.9 |
| met4 | 12 | 9270 | 4.2 | 11.2 |
| met5 | - | 96 | 0.043 | 0.111 |
Power figures rest on the tool's default switching activity, not on a simulated workload.
