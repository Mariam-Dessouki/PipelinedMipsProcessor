--- design/flow/run.sh ---
#!/bin/bash
# OpenROAD 26Q1-2900-gdf79404cd8, Yosys 0.63+post, stock flow scripts
make -C /OpenROAD-flow-scripts/flow DESIGN_CONFIG=/design/flow/config.mk WORK_HOME=/design/flow/orfs finish
--- design/flow/config.mk ---
export PLATFORM = sky130hd
export DESIGN_NAME = registerFile
export DESIGN_NICKNAME = registerFile
export VERILOG_FILES = /design/flow/design.v
export SDC_FILE = /design/flow/constraint.sdc
export NUM_CORES = 4
export LEC_CHECK = 1
export CORE_UTILIZATION = 50
--- design/flow/constraint.sdc ---
current_design registerFile

set clk_period 5.9
set clk_io_pct 0.2

create_clock -name clk0 -period $clk_period [get_ports {clk}]

set non_clock_inputs [all_inputs -no_clocks]
set_input_delay [expr $clk_period * $clk_io_pct] -clock clk0 $non_clock_inputs
set_output_delay [expr $clk_period * $clk_io_pct] -clock clk0 [all_outputs]
--- design/flow/design.v ---
module registerFile( clk , rs , rt , rd , writeData , regWrite , Data1 , Data2);
    input [4:0] rs ,rt , rd;
    input [31:0] writeData;
    input regWrite;
    input clk;
    output reg [31:0] Data1,Data2;
    reg[31:0] registers [31:0];
    always @(rs, rt)
    begin
        Data1 <= (rs==0)? 32'b0 : registers[rs];
        Data2 <= (rt==0)? 32'b0 : registers[rt];
    end
    always @ (posedge clk)
    begin 
    if(regWrite && rd!=0 )
        registers [rd] <= writeData;
    end
endmodule 
==> GITHUB_STEP_SUMMARY <==
## Implementation flow summary

| Metric | Value |
|---|---|
| Post-synth EDFFs | 1024 |
| OpenROAD warnings | 26 |
| Clock sink count | ~1000 |
| Worst setup EP type | output pin |
| Crit start category | input port |
| Ys flop type | edfxtp_1 |
| Top cells by count | 1024 x edfxtp_1, 320 x mux2i_1, 316 x mux4_2, 98 x clkbuf_1, 85 x nand2_1 |
| Leakage power | ~18 nW |
| Crit-path cells | buf_4 -> buf_4 -> nor2_2 -> and3_2 -> a211oi_1 -> clkdlybuf4s50_1 |
| Synthesis Warnings | 1 |
| Hold buffer count at CTS | 0 |
| Core area | roughly 95000 sq um |
| Worst setup path startpoint | rt[3] |
| Chip width | around 310 um |
| Period utilization | about nine tenths |
| Sequential share of power | between 40% and 50% |
| Mean Syn Cell Area | 18.68 sq um |
| Power share of the clock group | about two fifths |
| Fin. Hold Viols | 0 |
| Initial antenna violation count | 3 |
| Synth top cell by count | edfxtp_1 |
| Root buf cell | clkbuf_16 |
| Arr. time, crit path | 4.23 ns |
| Outcome | finished, final reports clean |
| Reg clk slew, reported paths | 0.06 ns |
| Final TNS setup | 0 ns |
| Yosys synthesis chip area | about 48000 sq um |
| Final setup viols | 0 |
| H-tree depth | 3 |
| Tot GR Track Use | 35.59% |
| TritonCTS clock tree | done |
| CP max stage delay | approximately 0.93 ns |
| DP HPWL | between 80000 and 90000 um |
| PD cells | between 200 and 300 nW/um^2 |
| Cts repair resizes | 0 |
| Worst Path Required | roughly 4.7 ns |
| Largest net degree at the start of global routing | approximately 79 |
| Routed vias | between 20000 and 30000 |
| Post-layout instance area | roughly 55000 sq um |
| Sw power | 3.684 mW |
| # Cells Yosys | approximately 2600 |
| Internal power | 12.77 mW |
| RSZ-0062 raised after global routing | false |
| Wire length per cell | 37.03 um |
| Crit-path leading delay family | buffers and inverters |
| CTS buffer count | ~110 |
| Top Layer Used | met5 |
| Grt ovf | 0 |
| Synth area leader | edfxtp_1 |
| Max VDD drop | 0.2263 mV |
| Post-CTS Setup Repair Bufs | 0 |
| Min-Delay Path Depth | 2 |
| Worst setup path category | input port to output pin |
| Crit. path cell count | 6 |
| Top cells by area | edfxtp_1 64%, mux4_2 15%, mux2i_1 6.7%, mux4_1 2.0%, mux2_2 1.5% |
| Port bufs | roughly 110 |
| Initial DRC Count | between 1500 and 2000 |
| Mapped Cells | between 2000 and 3000 |
| Max reg flops | between 1000 and 1500 |
| Final critical-path required period | around 5.4 ns |
| Wirelength, routed | between 150000 and 200000 um |
| HP Class | input port to flop |
| Largest Register | registers |
| First-pass GRT wire length | ~220000 um |
| Metal3 WL | 29850 um |
| Worst Max-Slew Pin Slew | roughly 1.1 ns |
| Area Overhead vs Synth | 14.59% |
| Top cell by count, worst path | buf_4 |
| Die area | 97050 sq um |
| Buf/Inv on CP | 3 |
| Top Registers | registers: 1024 flops |
| Sw Ratio | ~22% |
| Comb pwr share | 9.1% |
| Hold Crit Start | writeData[22] |
| FP Util | roughly half |
| Register area share after synthesis | 64.19% |
| Top Ports | roughly 110 |
| CTS max path bufs | 3 |
| Post-Synthesis Cell Area | about 48000 sq um |
| # DRC | 0 |
| Vias in the first global route | about 31000 |
| DIE HEIGHT | 311.5 um |
| Async SR Flop Fraction | 0% |
| Peak Freq | about 180 MHz |
| Detail Route Antenna Nets | 0 |
| Cell Area, Placed | between 50000 and 60000 sq um |
| Final hold slack | 1.314 ns |
| Vias per cell | 6.849 |
| MaxCap Viol Count | 0 |
| Placer Congestion | 0.9115 |
| Max-slew headroom | 27.68% |
| Synthesized registers | between 1000 and 1500 |
| Count of different cell masters after synthesis | 39 |
| Worst Path Max Fanout | 23 |
| Met1 wire length | ~47000 um |
| WL met2 | between 60000 and 70000 um |
| CP max stage cell | a211oi_1 |
| Max Slew Vio Count | 0 |
| Top area contributor share | 64.19% |
| Row count | 113 |
| TritonRoute pass-1 iters | 5 |
| Layout cells sized above 1 | 27.13% |
worst paths after layout:
check | endpoint | slack (ns)
worst min-delay path | registers[15][22]$_DFFE_PP_ | 1.31
worst max-delay path | Data2[14] | 0.49
cells in the final DEF (no fill, tap or decap), types with 36 or more instances in the layout:
cell                n
o21ai_0            50
mux2i_1           320
mux4_2            316
mux2_2             64
nand2_1            85
a221oi_1           38
o221ai_1           64
a211oi_1           53
clkdlybuf4s50_1   102
edfxtp_1         1024
buf_4             126
clkbuf_16         110
mux4_1             36
a22oi_1            64
layout make-up:
type | count | area, sq um
Sequential cell | 1024 | 30750
Timing Repair Buffer | 266 | 2645
Inverter | 2 | 8.758
Antenna cell | 1 | 2.502
Fill cell | 6858 | 40120
Multi-Input combinational cell | 1354 | 16400
Clock buffer | 139 | 2861
Clock inverter | 57 | 645.6
Tap cell | 1265 | 1583
metal layers:
layer	vias up	GRT usage, %
li1	11430	-
met5	-	4.150
met3	308	29.47
met4	16	8.878
met2	2315	49.06
met1	14060	44.76
power by group through the flow:
stage | sequential (mW) | clock [mW] | combinational (mW)
after global routing | 8.17 | 7.15 | 1.58
after CTS | 8.16 | 6.87 | 1.49
final | 8.16 | 6.80 | 1.50
stage by stage:
stage,instances,setup WS [ns],util (%),power [mW]
2_1_floorplan,2595,2.130,-,9.120
3_3_place_gp,3911,0.5936,54.08,9.782
3_5_place_dp,3911,0.5525,54.08,9.793
4_1_cts,4107,0.5455,57.77,16.52
5_1_grt,4107,0.4604,57.77,16.90
6_report,4108,0.4931,57.78,16.46
logic make-up after synthesis:
logic type             share of synthesized area [%]
AOI/OAI and AO/OA                              6.154
DFF                                            64.19
other                                       0.007828
and+or+nand+nor                                2.184
buffers and inverters                          2.445
muxes                                          25.02
Power and IR drop assume default switching activity.
